`flow/run.sh`:
```
#!/bin/bash
# OpenROAD 26Q1-2900-gdf79404cd8, Yosys 0.63+post, stock flow scripts
make -C /OpenROAD-flow-scripts/flow DESIGN_CONFIG=/design/flow/config.mk WORK_HOME=/design/flow/orfs finish
```
`flow/config.mk`:
```
export PLATFORM = sky130hd
export DESIGN_NAME = Des
export DESIGN_NICKNAME = Des
export VERILOG_FILES = /design/flow/design.v
export SDC_FILE = /design/flow/constraint.sdc
export NUM_CORES = 4
export LEC_CHECK = 1
export CORE_AREA = 10 10 105 105
export DIE_AREA = 0 0 115 115
```
`flow/constraint.sdc`:
```
current_design Des

set clk_period 1.8
set clk_io_pct 0.2

create_clock -name clk0 -period $clk_period [get_ports {clk}]

set non_clock_inputs [all_inputs -no_clocks]
set_input_delay [expr $clk_period * $clk_io_pct] -clock clk0 $non_clock_inputs
set_output_delay [expr $clk_period * $clk_io_pct] -clock clk0 [all_outputs]
```
`flow/design.v`:
```
module Des(
    input wire clk,            
    input wire reset,          
    input wire serial_in,      
    input wire load,           
    output reg [7:0] parallel_out  
);
    reg [7:0] shift_reg;      
    reg [2:0] bit_counter;    
    reg busy;                 
    always @(posedge clk or posedge reset) begin
        if (reset) begin
            shift_reg <= 8'b0;
            parallel_out <= 8'b0;
            bit_counter <= 3'd0;
            busy <= 1'b0;  
        end else if (load) begin
            bit_counter <= 3'd0;  
            busy <= 1'b1; 
        end else if (busy) begin
            shift_reg[bit_counter] <= serial_in; 
            if (bit_counter == 3'd7) begin
                parallel_out <= shift_reg;  
                busy <= 1'b0;  
            end else begin
                bit_counter <= bit_counter + 1;  
            end
        end
    end
endmodule
```
==> flow_summary.toml <==
# generated from flow reports
[critical_path]
r2r_slack_ns = 0.11
cp_max_fo = 5
crit_required_ns = 1.95
crit_path_start = "bit_counter[0]"
r2r_end = "shift_reg[2]"
critPathKind = "register to register"
r2r_cells = 5
rr_startpoint = "bit_counter[0]"
critPathCapture = "shift_reg[2]"
worstSetupEndpointType = "register"
start_kind = "register"
critPathArrivalTime_ns = 1.84

[finish]
final_cell_mix = "20 x dfrtp_1, 11 x clkdlybuf4s50_1, 9 x mux2_2"
drive_above_1_share = 0.261
final_cells = 200
layout_top_cell = "dfrtp_1"
regArea_um2 = 500
nFillCells = 983
areaGrowthSynthToFinish_pct = 37.6
logic_area_um2 = 410

[timing]
slew_viol_final = 0
period_used_share = 0.938
worst-slew-pin-transition_ns = 0.360
hold_viol_final = 0
period_minus_slack_ns = 1.69
setup_viol = 0
max_freq_mhz = 592
clock_skew_ns = 0.00684
setup-tns-final_ns = 0
slew_headroom = 0.759
rsz0062_at_grt = "no"

[route]
drtIter0Drc = 26
ant_nets = 0
drcViolationCount = 0
drt-wirelength-per-cell_um = 9.20
antennaDiodeCount = 0
first_pass_iters = 4
viasPerCell = 2.92
num_vias = 583
routed_wl_mm = 1.84

[power_and_ir_drop]
p_per_area_nw_per_um2 = 950
leakagePower_nw = 0.543
vdd_drop_max_mv = 0.546

[clocking]
clock_latency_ns = 0.26
cts_setup_buffers = 0
cts_num_sinks = 20
cts_made_buffers = 3
cts_tree = "built"
htree_levels = 1
cts-root-buf = "clkbuf_8"
clk_pin_slew_ns = 0.08
cts_buffer_depth = 2

[global_routing]
grt_pass1_wl_mm = 3.28
grt_max_degree = 21
grt_pass1_vias = 617
antenna_found_initial = 0
use_met2 = 0.0372
grt.met3_usage = 0.0105
overflow = 0
gr-usage-met1 = 0.0492
track_usage = 0.0299
grt-busiest-layer = "met1"

[synth]
ys_cells = 72
synth_seq_share = 0.543
syn_inst = 72
synth-seq-cells = 20
syn_area_um2 = 921
yosys_area_um2 = 921
synth_cell_types = 23
avgSynthCellArea_um2 = 12.8
ys_warn_count = 1

[floorplanning]
ios = 12
core_area_um2 = 8760
num_rows = 34
initCoreUtil = 0.105
die_area_um2 = 13200
die_w_um = 115
die_h_um = 115

[placed_design]
hpwl_mm = 1.45
portBuffers = 11
dp.cells = 196
place.gp.congestion = 0.810

[min_path]
hp-class = "input pin to asynchronous set/reset pin"

[flow_run]
tool_warnings = 27
maxCapViolations = 0

[outcome]
outcome = "finished, final reports clean"
cell families (layout without fill, tap and decap cells):
group	after synthesis	after routing	share of synthesized area
fa+ha+maj	4	4	0.0543
flops	20	20	0.543
simple gates	23	23	0.141
mux	14	14	0.168
xor+xnor	3	3	0.0367
compound gates	4	4	0.0380
buf+inv	4	24	0.0177
cell usage after synthesis (all sizes together):
cell type  instances  area share
xor2               1      0.0095
or2                1      0.0068
nand2              3       0.015
dfrtp             20        0.54
nand3              5       0.027
nand4b             1      0.0095
nand4              1      0.0068
nand2b             2       0.014
o2bb2ai            4       0.038
mux2              12        0.15
ha                 4       0.054
inv                3       0.012
nor2               5       0.020
nor4               2       0.020
nand3b             1      0.0082
buf                1      0.0054
xnor2              2       0.027
nor2b              2       0.014
mux2i              2       0.022
worst min path at each step:
stage                 slack, ns  cells after the start              end  start
after global routing       0.46                      3  parallel_out[4]  reset
after CTS                  0.45                      3     shift_reg[0]  reset
final                      0.42                      3     shift_reg[0]  reset
power breakdown:
group,internal (W),switching (W),total (W)
Combinational,0.000146,0.000109,0.000255
Clock,0.000195,0.000144,0.000338
Sequential,0.000553,0.0000582,0.000611
Total,0.000894,0.000311,0.00120
final cells by class:
type,instances,area share
Clock buffer,4,0.0434
Inverter,3,0.00888
Multi-Input combinational cell,48,0.324
Sequential cell,20,0.395
Tap cell,108,0.107
Timing Repair Buffer,17,0.122
through the flow:
step                      power, W  cell area (µm²)  utilization  hold slack, ns  worst slack (ns)
final                      0.00120             1270        0.145           0.425             0.111
after global routing       0.00129             1270        0.145           0.456            0.0293
after CTS                  0.00122             1260        0.144           0.446            0.0627
after detailed placement  0.000874             1210        0.138           0.475            0.0113
after global placement    0.000869             1210        0.138           0.469            0.0387
after floorplan           0.000767              921            -           0.324             0.165
critical path: stages (launching register included):
cell     delay [ns]
dfrtp_1        0.45
inv_1          0.07
ha_1           0.27
xor2_1         0.19
nor4_2         0.25
mux2_1         0.34
per-layer routing:
| layer | up-vias | routed length (µm) |
|---|---|---|
| met5 | - | 0 |
| met4 | 0 | 6 |
| met3 | 2 | 86 |
| met2 | 13 | 707 |
| met1 | 270 | 1040 |
| li1 | 298 | - |
repair_timing:
action                     4_1_cts  5_1_grt
hold buffers                     0        0
setup endpoints to repair        0        1
gates resized                    0        1
No activity file was given, so power comes from the tool's default toggle rates.
