==> flow/design.v <==
module serializer(
    input wire clk,                 
    input wire reset,               
    input wire load,                
    input wire [9:0] parallel_data, 
    output reg serial_out           
);
    reg [9:0] shift_reg;            
    reg [3:0] bit_counter;          
    reg busy;                       
    always @(posedge clk or posedge reset) begin
        if (reset) begin
            shift_reg <= 10'b0;
            serial_out <= 1'b0;
            bit_counter <= 4'd0;
            busy <= 1'b0;           
        end else if (load) begin
            shift_reg <= parallel_data;
            bit_counter <= 4'd9;    
            busy <= 1'b1;           
        end else if (busy) begin
            serial_out <= shift_reg[bit_counter];  
            if (bit_counter == 4'd0) begin
                busy <= 1'b0;       
            end else begin
                bit_counter <= bit_counter - 1;  
            end
        end
    end
endmodule
==> flow/run.sh <==
#!/bin/bash
# OpenROAD 26Q1-2900-gdf79404cd8, Yosys 0.63+post, stock flow scripts
make -C /OpenROAD-flow-scripts/flow DESIGN_CONFIG=/design/flow/config.mk WORK_HOME=/design/flow/orfs finish
==> flow/config.mk <==
export PLATFORM = sky130hd
export DESIGN_NAME = serializer
export DESIGN_NICKNAME = serializer
export VERILOG_FILES = /design/flow/design.v
export SDC_FILE = /design/flow/constraint.sdc
export NUM_CORES = 4
export LEC_CHECK = 1
export CORE_AREA = 10 10 78 78
export DIE_AREA = 0 0 88 88
==> flow/constraint.sdc <==
current_design serializer

set clk_period 2.6
set clk_io_pct 0.2

create_clock -name clk0 -period $clk_period [get_ports {clk}]

set non_clock_inputs [all_inputs -no_clocks]
set_input_delay [expr $clk_period * $clk_io_pct] -clock clk0 $non_clock_inputs
set_output_delay [expr $clk_period * $clk_io_pct] -clock clk0 [all_outputs]
==> run summary <==
Vias = 507
Actual slew at the worst max-slew pin = 0.614 ns
Synth top cell by count = dfrtp_1
Fin. Hold Viols = 0
Post-synth seq share = 53.0%
Die area = 7740 um2
Period minus WS final = 1.75 ns
PwrDens = 674 nW/um2
DRC violations left = 0
Sw Ratio = 25.8%
Status = finished clean
Synth unique cells = 23
Share of total power in the clock network = 26.8%
Cells resized by post-CTS repair = 0
Yosys cell count = 59
RSZ-0062 raised after global routing = false
Top cells by area = dfrtp_1 53%, mux2_2 16%, mux4_1 7.0%
Combinational Power Share = 23.1%
# hold bufs at CTS = 0
Most used flip-flop cell = dfrtp_1
Gr ovfl total = 0
DIE HEIGHT = 88 um
First-pass GRT wire length = 2460 um
Setup TNS = 0 ns
Final Max Slew Viols = 0
Clock Pin Slew Worst Setup and Hold Paths = 0.06 ns
Worst-Skew Late Latency = 0.24 ns
DPL Wire Length = 1050 um
Max_slew headroom = 58.9%
Sequential Power Share = 50.1%
Fin crit share = 67.3%
Yosys warning count = 1
Fin area = 982 um2
Yosys stat area = 756 um2
Wire length per cell = 11.2 um
Port Buffers = 13
Via density = 4.06
Total detailed-routing wirelength = 1400 um
Area grow syn2layout = 30.0%
Iteration-0 DRC count of the detailed router = 6
CTS tree = yes
Fp util = 17.1%
Fillers = 458
Tool warnings = 25
Worst endpoint required time = 2.75 ns
Final Setup Violations = 0
Dpl ws = 0.604 ns
Sw power = 0.171 mW
Internal power = 0.491 mW
CTS sink cnt = 16
Die Wd = 88 um
Syn_area_per_cell = 12.8 um2
Pleak = 0.400 nW
Vias in the first global route = 499
Hold crit path type = reg2reg
Max Fanout on Critical Path = 15
Diodes inserted = 0
Worst vdd ir = 0.386 mV
CTS root buffer = clkbuf_8
Setup CP Type = in2reg
Post-Synthesis Cells = 59
Max_cap viols = 0
Final RePlAce weighted congestion = 0.816
Worst EP arrival = 1.90 ns
Antenna viol nets, final = 0
Core area = 4410 um2
Slack of the critical path = 0.850 ns
Placed cell area = 941 um2
Flops out of synthesis = 16
Setup crit start kind = input pin
Top cells by count = 16 x dfrtp_1, 11 x mux2_2, 5 x inv_1, 4 x o21ai_0
FFs w/ async S/R, synth = 100%
Flip-flops with a built-in enable = 0
Max FFs per register = 10
Tot GR Track Use = 3.83%
Area leader, netlist = dfrtp_1
Io pins = 14
First drt pass iteration count = 3
Layout cell share with drive strength beyond 1 = 19.2%
Initial antenna violation count = 0
Critical path capture point type = flop
Area fraction of the dominant cell type after synthesis = 53.0%
Clk buf depth = 2
Row Count = 24
Largest net degree at the start of global routing = 17
CTS Buf Count = 3
Max Clock Skew = 0.00283 ns
Core Util, Final = 22.3%
Fmax = 571 MHz
Cell area after synthesis = 756 um2
Htree depth = 1
Post-CTS setup buffers = 0
## cells by family after synthesis
kind of cell | Yosys count | synth area share [%]
simple gates | 12 | 9.94
flops | 16 | 53.0
compound gates | 9 | 6.95
buf+inv | 7 | 3.81
fa+ha+maj | 1 | 1.66
mux | 14 | 24.7
## path summary, 6_finish.rpt
| path | from | end | slack (ns) | depth (start not counted) |
|---|---|---|---|---|
| setup reg to reg | bit_counter[0] | bit_counter[3] | 1.11 | 5 |
| hold reg to reg | serial_out | serial_out | 0.50 | 2 |
| min in group asynchronous | reset | shift_reg[8] | 0.65 | 2 |
| setup / recovery | load | serial_out | 0.85 | 4 |
| hold / removal | serial_out | serial_out | 0.50 | 2 |
| max in group asynchronous | reset | shift_reg[4] | 1.55 | 2 |
## power groups by stage
stage / sequential, mW / clock [mW] / combinational, mW
finish: 0.332 / 0.177 / 0.153
global route: 0.341 / 0.199 / 0.173
CTS: 0.333 / 0.183 / 0.155
## layout by cell type, fill, tap and decap left out, drive strengths merged
master	n
dfrtp	16
clkdlybuf4s50	13
mux2	11
inv	5
o21ai	4
clkbuf	3
mux4	2
a21oi	2
nand2	2
nand3	2
or3b	1
nor3	1
a31oi	1
and3	1
nor3b	1
nand2b	1
mux2i	1
nor4b	1
a32oi	1
o31ai	1
or3	1
nand4b	1
ha	1
## layer usage
layer / up-vias / share of wire [%] / track usage (%)
met5: - / 0 / 0
met4: 0 / 1.1 / 0.435
met2: 10 / 47 / 5.49
met1: 246 / 47 / 5.35
li1: 249 / - / -
met3: 2 / 5.3 / 1.78
## per-stage QoR
stage | instances | hold WS, ns | total power, mW
5_1_grt | 125 | 0.522 | 0.713
4_1_cts | 125 | 0.507 | 0.671
3_3_place_gp | 122 | 0.483 | 0.486
3_5_place_dp | 122 | 0.490 | 0.490
2_1_floorplan | 59 | 0.431 | 0.432
6_report | 125 | 0.499 | 0.662
## area by class of cell
cell class / count / area [um2] / share of cell area (%)
well taps: 52 / 65.1 / 6.62
multi-input cells: 36 / 327 / 33.2
inverters: 5 / 18.8 / 1.91
repair buffers: 13 / 130 / 13.2
flip-flops and latches: 16 / 400 / 40.8
clock buffers: 3 / 41.3 / 4.20
## worst max-delay path: stages
cell and delay [ns]:
clkdlybuf4s50_1 0.72, nor4b_1 0.44, a32oi_1 0.14, o31ai_1 0.08
Power and IR drop assume default switching activity.
