==> /design/flow/design.v <==
module deserializer (
    input wire rst,
    input wire clk,            
    input wire a_rx,           
    input wire disparity_d,    
    output reg [9:0] c_parallel_out,  
    output reg clk_out,        
    output reg disparity_q,    
    output reg c_data_valid    
);
    reg [9:0] shift_reg;       
    reg [3:0] cycle_count;     
    wire sampled_data;         
    reg comma_detected;        
    wire bit_clock;
    CDR cdr_inst (
        .rst(rst),
        .clks_in({clk, clk, clk, clk}),  
        .a_rx(a_rx),
        .bit_clock(bit_clock),
        .samp_test(sampled_data)
    );
    always @(posedge clk or posedge rst) begin
        if (rst) begin
            shift_reg <= 10'b0;
        end else begin
            shift_reg <= {shift_reg[8:0], sampled_data};  
        end
    end
    always @(posedge clk or posedge rst) begin
        if (rst) begin
            disparity_q <= 1'b0;
        end else begin
            disparity_q <= disparity_d;
        end
    end
    always @(posedge clk or posedge rst) begin
        if (rst) begin
            comma_detected <= 1'b0;
        end else begin
            comma_detected <= (shift_reg == 10'b0011111100) || (shift_reg == 10'b1100000011);
        end
    end
    always @(posedge clk or posedge rst) begin
        if (rst) begin
            cycle_count <= 4'd9;  
            c_data_valid <= 1'b0;
            clk_out <= 1'b0;
        end else begin
            if (comma_detected) begin
                cycle_count <= 4'd9;  
                c_data_valid <= 1'b0;
            end else if (cycle_count == 4'd0) begin
                cycle_count <= 4'd9;  
                c_data_valid <= 1'b1;  
            end else begin
                cycle_count <= cycle_count - 1;
                c_data_valid <= 1'b0;
            end
            clk_out <= (cycle_count == 4'd5);  
        end
    end
    always @(posedge clk or posedge rst) begin
        if (rst) begin
            c_parallel_out <= 10'b0;
        end else if (c_data_valid) begin
            c_parallel_out <= shift_reg;
        end
    end
endmodule
module CDR (
    input wire rst,
    input wire [3:0] clks_in,  
    input wire a_rx,           
    output reg bit_clock,      
    output reg samp_test       
);
    reg [9:0] c_rx_upsampled [3:0];   
    reg [1:0] best_samp;              
    always @(posedge clks_in[0] or posedge rst) begin
        if (rst) begin
            c_rx_upsampled[0] <= 10'b0;
        end else begin
            c_rx_upsampled[0] <= {9'b0, a_rx};
        end
    end
    always @(posedge clks_in[1] or posedge rst) begin
        if (rst) begin
            c_rx_upsampled[1] <= 10'b0;
        end else begin
            c_rx_upsampled[1] <= {9'b0, a_rx};
        end
    end
    always @(posedge clks_in[2] or posedge rst) begin
        if (rst) begin
            c_rx_upsampled[2] <= 10'b0;
        end else begin
            c_rx_upsampled[2] <= {9'b0, a_rx};
        end
    end
    always @(posedge clks_in[3] or posedge rst) begin
        if (rst) begin
            c_rx_upsampled[3] <= 10'b0;
        end else begin
            c_rx_upsampled[3] <= {9'b0, a_rx};
        end
    end
    always @(posedge clks_in[0] or posedge rst) begin
        if (rst) begin
            best_samp <= 2'b00;
        end else begin
            best_samp <= 2'b01;
        end
    end
    always @(posedge clks_in[best_samp] or posedge rst) begin
        if (rst) begin
            bit_clock <= 1'b0;
            samp_test <= 10'b0;
        end else begin
            bit_clock <= clks_in[best_samp];
            samp_test <= c_rx_upsampled[best_samp];
        end
    end
endmodule
==> /design/flow/run.sh <==
#!/bin/bash
# OpenROAD 26Q1-2900-gdf79404cd8, Yosys 0.63+post, stock flow scripts
make -C /OpenROAD-flow-scripts/flow DESIGN_CONFIG=/design/flow/config.mk WORK_HOME=/design/flow/orfs finish
==> /design/flow/config.mk <==
export PLATFORM = sky130hd
export DESIGN_NAME = deserializer
export DESIGN_NICKNAME = deserializer
export VERILOG_FILES = /design/flow/design.v
export SDC_FILE = /design/flow/constraint.sdc
export NUM_CORES = 4
export LEC_CHECK = 1
export CORE_AREA = 10 10 92 92
export DIE_AREA = 0 0 102 102
==> /design/flow/constraint.sdc <==
current_design deserializer

set clk_period 1.4
set clk_io_pct 0.2

create_clock -name clk0 -period $clk_period [get_ports {clk}]

set non_clock_inputs [all_inputs -no_clocks]
set_input_delay [expr $clk_period * $clk_io_pct] -clock clk0 $non_clock_inputs
set_output_delay [expr $clk_period * $clk_io_pct] -clock clk0 [all_outputs]
==> results.txt <==
impl run done, here's what came out: sequential area share after synthesis 71.5%, tool warnings 27, CTS resizes 1, number of DRC markers in iteration 0 4, Clock transition at path regs roughly 0.06 ns, worst reg-to-reg path cell count 5, CTS tree yes, die width 102 microns, Setup TNS 0 ns, area reported by Yosys stat between 1000 and 1500 sq um, crit path DRT around 1.1 ns, CP delay by family, top buffers and inverters, design area ~1400 sq um, Post-CTS Setup Bufs 0, GP Congestion 0.729, worst path bufs/invs 1, Total GRT Usage under 10%, RSZ-0062 raised after global routing no, cell count listed in synth_stat.txt approximately 70, wire length per cell ~11 microns, Setup crit end kind output pin, Die H between 100 and 150 microns, top_reg_cell synth dfrtp_1, Syn. warnings 3, Post-DP HPWL approximately 1.3 mm, IO Port Bufs 16, Top-area cell share 66.5%, Netlist cell types 21, DRT antenna net count 0, most frequent cells after synthesis dfrtp_1 (28), mux2_2 (10), inv_1 (4), ha_1 (3), nor3_1 (3), setup slack after layout between 0.05 and 0.06 ns, Hold Path Class primary input to asynchronous set/reset pin, Setup CP Type flip-flop to output pin, row cnt 29, Slew @ Worst Pin ~0.30 ns, max_cap viols 0, first-pass GRT wire length 3.15 mm, maximum fanout along the worst path 1, Worst EP arrival 1.06 ns, EDFF count, synth 0, post-layout min period 1.34 ns, drt first pass iters 3, DRC 0, power per standard cell area about 1700 nW/um^2, initial antenna violation count 0, hold_buf cts 0, CTS H-tree lvls 2, Multi-input gate area ~280 sq um, final core utilization between 20 and 25%, leakage 0.685 nW, Flop area 753 sq um, P&R area growth vs syn 36.2%, DR vias between 500 and 600, Max-slew headroom between 70% and 80%, Post-synth regs 30, Max Clk Rate around 0.74 GHz, worst slack, placed slightly below 0.05 ns, ant diodes 0, via/cell ratio ~3.5, CP max stage delay about 0.47 ns, largest net degree at the start of global routing 31, Routed WL ~1.8 mm, cell area after placement 1330 sq um, Die ar. ~10,000 sq um, period utilisation layout between 90% and 100%, vias in the first global route approximately 610, fraction of layout cells with a size suffix above 1 22.8%, fp util between 15 and 20%, clk root buf clkbuf_8, top cell type by instance count after synthesis dfrtp_1, Final setup viols 0, Synth Area per Inst between 15 and 20 sq um, maximum vdd drop 0.618 mV, number of CTS-inserted buffers 5, Reg2Reg Setup Slack roughly 0.08 ns, num ports 17, critical path depth 1, slowest CP cell clkdlybuf4s50_1, Slew Limit Fails 0, Core Area 6460 sq um, Worst setup SP type flip-flop, area leader, netlist dfrtp_1, Top area cell types dfrtp_1 (67%), mux2_2 (11%), dfstp_2 (5.0%), Final Hold Viols 0, fill count around 660, Insertion Delay late pin about 0.27 ns, Fin Clk Skew about 0.0018 ns, grt total ovfl 0, cell area after synthesis roughly 1100 sq um, Critical Path, Cell by Cell clkdlybuf4s50_1, async set-reset flop share out of synthesis 100%, Clock Path Buffers 2, # clock sinks 30, status finished, final reports clean, Cells after Synth just under 70
==> cells by family after synthesis <==
group,Yosys count,synth area share [%]
AOI/OAI and AO/OA,5,3.33
muxes,10,10.7
buffers and inverters,5,1.90
adders and majority gates,3,3.56
and+or+nand+nor,15,9.03
DFF,30,71.5
==> per-stage QoR <==
| stage | cells | power (W) | hold slack (ns) |
|---|---|---|---|
| after global routing | 169 | 0.00269 | 0.351 |
| after CTS | 169 | 0.00258 | 0.341 |
| after global placement | 162 | 0.00195 | 0.333 |
| after detailed placement | 162 | 0.00196 | 0.335 |
| after floorplan | 68 | 0.00152 | 0.311 |
| final | 169 | 0.00247 | 0.336 |
==> worst paths after layout <==
| path | start | to |
|---|---|---|
| max in group asynchronous | rst | cycle_count[3] |
| max | disparity_q | disparity_q |
| max reg2reg | cycle_count[0] | cycle_count[0] |
| min reg2reg | cdr_inst.samp_test | shift_reg[0] |
| min in group clk0 | cdr_inst.samp_test | shift_reg[0] |
| min | rst | cycle_count[1] |
==> worst min-delay path: cells and delay by family <==
| kind | cells | cell delay (ns) |
|---|---|---|
| buf+inv | 3 | 0.68 |
==> cells in the final DEF, fill, tap and decap left out, drive strengths merged, types with 3 or more instances in the layout <==
master and instances:
dlymetal6s2s 10, nor3 3, ha 3, clkdlybuf4s50 5, dfrtp 28, inv 4, mux2 10, clkbuf 7
==> power by group <==
| part | leakage (nW) | switching (W) | internal (W) |
|---|---|---|---|
| combinational | 0.291 | 0.000188 | 0.000420 |
| sequential | 0.355 | 0.000130 | 0.00111 |
| clock | 0.0383 | 0.000279 | 0.000341 |
| total | 0.685 | 0.000596 | 0.00187 |
==> final cells by class <==
class / count / area share (%)
Multi-Input combinational cell: 33 / 19.7
Sequential cell: 30 / 52.5
Inverter: 4 / 1.05
Clock buffer: 7 / 5.32
Timing Repair Buffer: 18 / 14.7
Tap cell: 77 / 6.71
==> metal layers <==
layer / wire, microns / global-route usage [%] / vias to the layer above
li1: - / - / 292
met1: 891 / 5.00 / 276
met2: 682 / 5.19 / 16
met3: 200 / 2.45 / 6
met4: 34 / 0.759 / 0
met5: 0 / 0 / -
No activity file was given, so power comes from the tool's default toggle rates.
